File: flow/design.v
module CLA_block(g, p, c, a, b, c_in);
    parameter   N = 4;
    output [N-1:0] g, p;
    output [N:0] c;
    input [N-1: 0] a, b;
    input          c_in;
wire [N-1:0] mid;
wire w11,w12,w13,w14,w15,w16,w17,w21,w22,w23,w24,w25,w31,w32,w33,w41,w42;
xor2 gate0(p[0],a[0],b[0]);
xor2 gate1(p[1],a[1],b[1]);
xor2 gate2(p[2],a[2],b[2]);
xor2 gate3(p[3],a[3],b[3]);
nand2 gate4(mid[0],a[0],b[0]);
not1 gate5(g[0],mid[0]);
nand2 gate6(mid[1],a[1],b[1]);
not1 gate7(g[1],mid[1]);
nand2 gate8(mid[2],a[2],b[2]);
not1 gate9(g[2],mid[2]);
nand2 gate10(mid[3],a[3],b[3]);
not1 gate11(g[3],mid[3]);
wire [4:0] terms4;
assign terms4[0]=g[3];
nand2 gate12(w11, p[3],g[2]);
not1 gate13(terms4[1],w11);
nand3 gate14(w12,p[3],p[2],g[1]);
not1 gate15(terms4[2],w12);
nand2 gate16(w13,p[3],p[2]);
nand2 gate17(w14,p[1],g[0]);
nor2 gate18(terms4[3],w13,w14);
nand3 gate19(w15,p[1],p[0],c_in);
nor2 gate20(terms4[4],w13,w15);
nor3 gate21(w16,terms4[0],terms4[1],terms4[2]);
nor2 gate22(w17,terms4[3],terms4[4]);
nand2 gate23(c[4],w16,w17);
wire [3:0] terms3;
assign terms3[0]=g[2];
nand2 gate24(w21, p[2],g[1]);
not1 gate25(terms3[1],w21);
nand3 gate26(w22,p[2],p[1],g[0]);
not1 gate27(terms3[2],w22);
nand2 gate28(w23,p[2],p[1]);
nand2 gate29(w24,p[0],c_in);
nor2 gate30(terms3[3],w23,w24);
nor2 gate31(w25,terms3[0],terms3[1]);
nor2 gate32(w26,terms3[3],terms3[2]);
nand2 gate33(c[3],w25,w26);
wire [2:0] terms2;
assign terms2[0]=g[1];
nand2 gate34(w31, p[1],g[0]);
not1 gate35(terms2[1],w31);
nand3 gate36(w32,p[1],p[0],c_in);
not1 gate37(terms2[2],w32);
nor3 gate38(w33, terms2[0], terms2[1], terms2[2]);
not1 gate39(c[2],w33);
wire [1:0] terms1;
assign terms1[0]=g[0];
nand2 gate40(w41, p[0],c_in);
not1 gate41(terms1[1],w41);
nor2 gate42(w42, terms1[0], terms1[1]);
not1 gate43(c[1],w42);
assign c[0]=c_in;
endmodule
module arithmetic (InA, InB, Oper, Cin, Out, c_out, Ofl, sign);
    parameter OPERAND_WIDTH = 16;
    parameter SHAMT_WIDTH   =  4;
    parameter NUM_OPERATIONS = 2;
    input  [OPERAND_WIDTH -1:0] InA   ;  
    input  [OPERAND_WIDTH -1:0] InB   ;  
    input  [NUM_OPERATIONS-1:0] Oper ;  
    output [OPERAND_WIDTH -1:0] Out  ;  
    input                       Cin ;  
    output                      c_out,Ofl ;  
    input                       sign;  
wire [OPERAND_WIDTH -1:0] midwires1,midwires2,midwires3,midwires4;
cla_16b sub_cla(.sum(midwires1), .c_out(c_out), .a(InA), .b(InB), .c_in(Cin), .sign(sign));
wire [OPERAND_WIDTH -1:0] mid1,w;
assign w=16'hffff;
xor2 sub_xors1 [OPERAND_WIDTH-1:0] (.out(mid1),.in1(w),.in2(InA));
cla_16b sub_cla1(.sum(midwires2), .c_out(Ofl), .a(InB), .b(mid1), .c_in(1'b1), .sign(sign));
xor2 sub_xors2 [OPERAND_WIDTH-1:0] (.out(midwires3),.in1(InA),.in2(InB));
wire [OPERAND_WIDTH -1:0] mid2,mid3;
xor2 sub_xors3 [OPERAND_WIDTH-1:0] (.out(mid2),.in1(w),.in2(InB));
nand2 sub_nands [OPERAND_WIDTH-1:0] (.out(mid3),.in1(InA),.in2(mid2));
not1 sub_nots1 [OPERAND_WIDTH-1:0] (.out(midwires4),.in1(mid3));
assign Out = (Oper[1]) ? (Oper[0]? midwires4:midwires3 ) : (Oper[0]? midwires2:midwires1 );
endmodule
module cla_16b(sum, c_out,a, b, c_in, sign);
    parameter   N = 16;
    output [N-1:0] sum;
    output         c_out;
    input [N-1: 0] a, b;
    input          c_in;
    input          sign;  
	wire [3:0] C; 
	cla_4b module1(.sum(sum[3:0]), .c_out(C[0]), .a(a[3:0]), .b(b[3:0]), .c_in(c_in));
	cla_4b module2(.sum(sum[7:4]), .c_out(C[1]), .a(a[7:4]), .b(b[7:4]), .c_in(C[0]));
	cla_4b module3(.sum(sum[11:8]), .c_out(C[2]), .a(a[11:8]), .b(b[11:8]), .c_in(C[1]));
	cla_4b module4(.sum(sum[15:12]), .c_out(C[3]), .a(a[15:12]), .b(b[15:12]), .c_in(C[2]));
	xor2 g1(w1,sum[15],C[3]);
	xor2 g2(w2,a[15],b[15]);
	xor2 g3(w3,w1,w2);
	assign c_out= sign?w3:C[3];
endmodule
module cla_4b(sum, c_out, a, b, c_in);
    parameter   N = 4;
    output [N-1:0] sum;
    output         c_out;
    input [N-1: 0] a, b;
    input          c_in;
wire [N-1:0] g,p;
wire [N:0] c;
CLA_block mod(g,p,c,a,b,c_in);
fullAdder_1b adder1(.s(sum[0]), .c_out(), .a(a[0]), .b(b[0]), .c_in(c[0]));
fullAdder_1b adder2(.s(sum[1]), .c_out(), .a(a[1]), .b(b[1]), .c_in(c[1]));
fullAdder_1b adder3(.s(sum[2]), .c_out(), .a(a[2]), .b(b[2]), .c_in(c[2]));
fullAdder_1b adder4(.s(sum[3]), .c_out(), .a(a[3]), .b(b[3]), .c_in(c[3]));
assign c_out=c[4];
endmodule
module fullAdder_1b(s, c_out, a, b, c_in);
    output s;
    output c_out;
    input  a, b;
    input  c_in;
	wire mid1, mid2,mid3;
xor2 gate1(mid1,a,b);
xor2 gate2(s,mid1,c_in);
nand2 gate3(mid2,a,b);
nand2 gate4(mid3,mid1,c_in);
nand2 gate5(c_out,mid2,mid3);
endmodule
module nand2 (out,in1,in2);
    output out;
    input in1,in2;
    assign out = ~(in1 & in2);
endmodule
module nand3 (out,in1,in2,in3);
    output out;
    input in1,in2,in3;
    assign out = ~(in1 & in2 & in3);
endmodule
module nor2 (out,in1,in2);
    output out;
    input in1,in2;
    assign out = ~(in1 | in2);
endmodule
module nor3 (out,in1,in2,in3);
    output out;
    input  in1,in2,in3;
    assign out = ~(in1 | in2 | in3);
endmodule
module not1 (out, in1);
    output out;
    input in1;
    assign out = ~in1;
endmodule
module xor2 (out,in1,in2);
    output out;
    input in1,in2;
    assign out = in1 ^ in2;
endmodule
File: flow/run.sh
#!/bin/bash
# OpenROAD 26Q1-2900-gdf79404cd8, Yosys 0.63+post, stock flow scripts
make -C /OpenROAD-flow-scripts/flow DESIGN_CONFIG=/design/flow/config.mk WORK_HOME=/design/flow/orfs finish
File: flow/config.mk
export PLATFORM = sky130hd
export DESIGN_NAME = arithmetic
export DESIGN_NICKNAME = arithmetic
export VERILOG_FILES = /design/flow/design.v
export SDC_FILE = /design/flow/constraint.sdc
export NUM_CORES = 4
export LEC_CHECK = 1
export CORE_AREA = 10 10 113 113
export DIE_AREA = 0 0 123 123
File: flow/constraint.sdc
current_design arithmetic

set clk_period 12.1
set clk_io_pct 0.2

create_clock -name clk0 -period $clk_period

set non_clock_inputs [all_inputs -no_clocks]
set_input_delay [expr $clk_period * $clk_io_pct] -clock clk0 $non_clock_inputs
set_output_delay [expr $clk_period * $clk_io_pct] -clock clk0 [all_outputs]
==> summary.txt <==
flow finished, numbers: status=finished, final reports clean, number of global-route vias before repair=between 2000 and 2500, xor/xnor share=about 2.3%, Die ar.=about 15000 um2, I/O pins=around 54, Power Density=43.0 nW/um2, max-slew violation count=0, Hold Startpoint=sign, DRC=0, yosys cell count=333, hold buffers post-CTS=0, first-pass GRT wire length=roughly 11000 um, Flops=0, Resize count post-CTS=0, Period minus WS final=roughly 8.9 ns, via count=about 2300, final worst slack=roughly 3.2 ns, final-layout clock buffer total=0, CP startpoint kind=input port, RSZ-0062 raised after global routing=no, CP Class=input port to output pin, max-cap viol count=0, Pre-antenna DRT Iters=4, Logic family by area=adder cells, DR WL/cell=12.6 um, Placer Congestion=0.893, die y size=~120 um, Worst slew margin=52.8%, Final Setup Violations=0, Initial Utilization=around 22%, Commonest Layout Cell=ha_1, Cell Area, Synth=between 2000 and 2500 um2, Setup Buffers After CTS=0, Synth Seq Share=0%, most frequent cells in the layout=55 x ha_1, 54 x clkdlybuf4s50_1, 48 x inv_1, Arr. time, crit path=approximately 6.4 ns, grt ovf=0, Hold Path Class=input port to output pin, n_diodes=0, Mux area share=1.89%, dpl ws=around 3.2 ns, Leak Pwr=~1.4 nW, CP endpoint kind=output pin, setup TNS=0 ns, initial detailed-routing violation count=82, Flop area=0 um2, Avg Vias per Cell=about 4.5, Chip Area, Yosys=approximately 2300 um2, Netlist cell types=56, fraction of layout cells with a size suffix above 1=4.04%, VDD IR max=between 0.000015 and 0.00002 V, cycle use final=around 73%, FP Rows=37, Adder Area Share=35.8%, count of input and output buffers=54, Post-Syn Instances=between 300 and 400, Slew @ Worst Pin=approximately 0.71 ns, initial antenna violation count=0, core region area=about 10000 um2, Tool Warnings=71, Logic area=just over 2000 um2, Area Overhead vs Synth=28.1%, Yosys warnings=4, Worst EP required=a little under 10 ns, yosys aoi share=around 30%, Die Wd=roughly 120 um, dpl hpwl=just over 5000 um, Critical Path Start=InA[2], drt total wl=roughly 6400 um, largest net degree at the start of global routing=41, Fmax=between 100 and 150 MHz, global router's overall resource usage=under 10%, synthesized area per cell=just under 7 um2, Hold Violations, Final=0, Antenna Nets Post-Route=0, Basic Gates by Area=18.1%, fill cell count=1100, critical-path maximum fanout=7
[synthesized netlist by cell type (all sizes together) (2+ instances only)]
| master | count | share of area, % |
|---|---|---|
| a221oi | 2 | 1.0 |
| nand2 | 26 | 4.3 |
| ha | 55 | 30 |
| buf | 5 | 1.4 |
| o211a | 3 | 1.3 |
| o21bai | 6 | 1.9 |
| and2 | 2 | 0.54 |
| nor3 | 10 | 2.2 |
| and3 | 2 | 0.54 |
| o211ai | 4 | 1.5 |
| a21o | 6 | 2.0 |
| o21ai | 27 | 5.8 |
| inv | 48 | 7.8 |
| a21oi | 28 | 6.7 |
| fa | 7 | 6.1 |
| o31ai | 4 | 1.3 |
| or3 | 3 | 0.81 |
| clkbuf | 14 | 2.3 |
| o2111a | 2 | 0.97 |
| xor2 | 4 | 1.5 |
| a311o | 2 | 0.92 |
| a31oi | 3 | 0.81 |
| a211oi | 5 | 1.6 |
| nand2b | 5 | 1.4 |
| nand3b | 2 | 0.65 |
| nor2 | 31 | 5.0 |
| o21a | 3 | 0.97 |
| nor2b | 3 | 0.81 |
| nor4 | 4 | 1.1 |
| xnor2 | 2 | 0.76 |
[worst paths after layout]
check	end	slack, ns	cells past startpoint
setup / recovery	Out[15]	3.24	19
hold / removal	c_out	5.93	5
[layer usage]
layer / GRT usage, % / vias up / share of wire [%]
met4: 0 / 0 / 0
met1: 12.5 / 1042 / 52
li1: - / 1216 / -
met2: 13.5 / 44 / 43
met3: 1.20 / 0 / 5.3
met5: 0 / - / 0
[where the power goes]
part	switching (mW)	internal, mW	total, mW
combinational	0.0623	0.0651	0.127
clock	0	0	0
sequential	0	0	0
total	0.0623	0.0651	0.127
[cell type report]
cell class | instances | area share, %
well taps | 136 | 5.74
multi-input cells | 266 | 69.2
repair buffers | 57 | 19.0
inverters | 48 | 6.08
[cells by family (layout without fill, tap and decap cells)]
kind of cell    after synthesis  after routing
xor+xnor                      6              6
compound gates              104            104
simple gates                 91             91
fa+ha+maj                    62             62
mux                           3              3
buf+inv                      67            105
[per-stage QoR]
step | power [mW] | instances | instance area (um2) | utilization, % | hold WS [ns]
finish | 0.127 | 507 | 2960 | 28.7 | 5.93
detailed placement | 0.128 | 507 | 2960 | 28.7 | 5.93
floorplan | 0.0751 | 333 | 2310 | - | 4.98
CTS | 0.129 | 507 | 2960 | 28.7 | 5.94
global route | 0.145 | 507 | 2960 | 28.7 | 6.00
global placement | 0.127 | 507 | 2960 | 28.7 | 5.93
[worst max-delay path, cell delays in order]
cell and delay [ns]:
clkdlybuf4s50_1 0.50, inv_1 0.05, ha_1 0.42, a21oi_4 0.19
nand2_2 0.09, a41o_1 0.27, a311o_2 0.44, a21o_1 0.20
a21oi_2 0.17, o21ai_0 0.14, ha_1 0.22, o21a_1 0.16
o21ai_0 0.17, nand2b_1 0.12, nand2_1 0.08, o211ai_1 0.09
a21oi_1 0.15, a211o_1 0.12, clkdlybuf4s50_1 0.46
Power is estimated from default activity; no workload was simulated.
