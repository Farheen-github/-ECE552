==> constraint.sdc <==
current_design regFile_hier

set clk_period 4.2
set clk_io_pct 0.2

create_clock -name clk0 -period $clk_period [get_ports {clk}]

set non_clock_inputs [all_inputs -no_clocks]
set_input_delay [expr $clk_period * $clk_io_pct] -clock clk0 $non_clock_inputs
set_output_delay [expr $clk_period * $clk_io_pct] -clock clk0 [all_outputs]
==> run.sh <==
#!/bin/bash
# OpenROAD 26Q1-2900-gdf79404cd8, Yosys 0.63+post, stock flow scripts
make -C /OpenROAD-flow-scripts/flow DESIGN_CONFIG=/design/flow/config.mk WORK_HOME=/design/flow/orfs finish
==> design.v <==
module decoder_w_en(sel, out);
parameter OPERAND_WIDTH = 8;
input [2:0] sel;
output [OPERAND_WIDTH -1:0] out;
assign out = sel[2] ? ( sel[1] ? (sel[0] ? (8'b10000000) : (8'b01000000) ) : (sel[0] ? (8'b00100000) : (8'b00010000) )  ) : (sel[1] ? (sel[0] ? (8'b00001000) : (8'b00000100) ) : (sel[0] ? (8'b00000010) : (8'b00000001) ) );
endmodule
module dff (
            q,
            d, clk, rst
            );
    output         q;
    input          d;
    input          clk;
    input          rst;
    reg            state;
    assign #1 q = state;
    always @(posedge clk) begin
      state = rst? 1'b0 : d;
    end
endmodule
module mux2_1(in0, in1, out, sel);
parameter OPERAND_WIDTH = 16;
input sel;
input [OPERAND_WIDTH -1:0] in0, in1;
output [OPERAND_WIDTH -1:0] out;
assign out = sel ? in1:in0;
endmodule
module mux8_1(in0, in1, in2, in3, in4, in5, in6, in7, out, sel);
parameter OPERAND_WIDTH = 16;
input [OPERAND_WIDTH -1:0] in0, in1, in2, in3, in4, in5, in6, in7;
output [OPERAND_WIDTH -1:0] out;
input [2:0] sel;
assign out = sel[2] ? ( sel[1] ? ( sel[0] ? (in7) : (in6) ) : ( sel[0] ? (in5) : (in4) ) ) : ( ( sel[1] ? ( sel[0] ? (in3) : (in2) ) : ( sel[0] ? (in1) : (in0) ) ) );
endmodule
module reg1(Input, Output, clk, rst);
	parameter OPERAND_WIDTH = 16;
	input  [OPERAND_WIDTH -1:0] Input;
	input clk, rst;
	output  [OPERAND_WIDTH -1:0] Output;
	dff iDut00(.q(Output[0]), .d(Input[0]), .clk(clk), .rst(rst));
	dff iDut01(.q(Output[1]), .d(Input[1]), .clk(clk), .rst(rst));
	dff iDut02(.q(Output[2]), .d(Input[2]), .clk(clk), .rst(rst));
	dff iDut03(.q(Output[3]), .d(Input[3]), .clk(clk), .rst(rst));
	dff iDut04(.q(Output[4]), .d(Input[4]), .clk(clk), .rst(rst));
	dff iDut05(.q(Output[5]), .d(Input[5]), .clk(clk), .rst(rst));
	dff iDut06(.q(Output[6]), .d(Input[6]), .clk(clk), .rst(rst));
	dff iDut07(.q(Output[7]), .d(Input[7]), .clk(clk), .rst(rst));
	dff iDut08(.q(Output[8]), .d(Input[8]), .clk(clk), .rst(rst));
	dff iDut09(.q(Output[9]), .d(Input[9]), .clk(clk), .rst(rst));
	dff iDut10(.q(Output[10]), .d(Input[10]), .clk(clk), .rst(rst));
	dff iDut11(.q(Output[11]), .d(Input[11]), .clk(clk), .rst(rst));
	dff iDut12(.q(Output[12]), .d(Input[12]), .clk(clk), .rst(rst));
	dff iDut13(.q(Output[13]), .d(Input[13]), .clk(clk), .rst(rst));
	dff iDut14(.q(Output[14]), .d(Input[14]), .clk(clk), .rst(rst));
	dff iDut15(.q(Output[15]), .d(Input[15]), .clk(clk), .rst(rst));
endmodule
module regFile (
                read1Data, read2Data, err,
                clk, rst, read1RegSel, read2RegSel, writeRegSel, writeData, writeEn
                );
   input        clk, rst;
   input [2:0]  read1RegSel;
   input [2:0]  read2RegSel;
   input [2:0]  writeRegSel;
   input [15:0] writeData;
   input        writeEn;
   output [15:0] read1Data;
   output [15:0] read2Data;
   output        err;
   parameter OPERAND_WIDTH = 16;
   wire [OPERAND_WIDTH -1:0] rg0_w, rg1_w, rg2_w, rg3_w, rg4_w, rg5_w, rg6_w, rg7_w; 
   wire [OPERAND_WIDTH -1:0] rg0_wo, rg1_wo, rg2_wo, rg3_wo, rg4_wo, rg5_wo, rg6_wo, rg7_wo; 
   wire [7:0] decO;
   wire mux21_sel0, mux21_sel1, mux21_sel2, mux21_sel3, mux21_sel4, mux21_sel5, mux21_sel6, mux21_sel7;
   wire write;
	assign write = writeEn;
	reg1 #(.OPERAND_WIDTH(16)) ireg00(.Input(rg0_w), .Output(rg0_wo), .clk(clk), .rst(rst));
	reg1 #(.OPERAND_WIDTH(16)) ireg01(.Input(rg1_w), .Output(rg1_wo), .clk(clk), .rst(rst));
	reg1 #(.OPERAND_WIDTH(16)) ireg02(.Input(rg2_w), .Output(rg2_wo), .clk(clk), .rst(rst));
	reg1 #(.OPERAND_WIDTH(16)) ireg03(.Input(rg3_w), .Output(rg3_wo), .clk(clk), .rst(rst));
	reg1 #(.OPERAND_WIDTH(16)) ireg04(.Input(rg4_w), .Output(rg4_wo), .clk(clk), .rst(rst));
	reg1 #(.OPERAND_WIDTH(16)) ireg05(.Input(rg5_w), .Output(rg5_wo), .clk(clk), .rst(rst));
	reg1 #(.OPERAND_WIDTH(16)) ireg06(.Input(rg6_w), .Output(rg6_wo), .clk(clk), .rst(rst));
	reg1 #(.OPERAND_WIDTH(16)) ireg07(.Input(rg7_w), .Output(rg7_wo), .clk(clk), .rst(rst));
	mux8_1 #(.OPERAND_WIDTH(16)) iMUX0(.in0(rg0_wo), .in1(rg1_wo), .in2(rg2_wo), .in3(rg3_wo), .in4(rg4_wo), .in5(rg5_wo), .in6(rg6_wo), .in7(rg7_wo), .out(read1Data), .sel(read1RegSel));
	mux8_1 #(.OPERAND_WIDTH(16)) iMUX1(.in0(rg0_wo), .in1(rg1_wo), .in2(rg2_wo), .in3(rg3_wo), .in4(rg4_wo), .in5(rg5_wo), .in6(rg6_wo), .in7(rg7_wo), .out(read2Data), .sel(read2RegSel));
	decoder_w_en #(.OPERAND_WIDTH(8)) iDEC0(.sel(writeRegSel), .out(decO));
	assign mux21_sel0 = writeEn & decO[0];
	assign mux21_sel1 = writeEn & decO[1];
	assign mux21_sel2 = writeEn & decO[2];
	assign mux21_sel3 = writeEn & decO[3];
	assign mux21_sel4 = writeEn & decO[4];
	assign mux21_sel5 = writeEn & decO[5];
	assign mux21_sel6 = writeEn & decO[6];
	assign mux21_sel7 = writeEn & decO[7];
	assign err = ((^read1RegSel == 1'bx) | (^read2RegSel == 1'bx) | (^writeRegSel == 1'bx) | (^writeData == 1'bx) | (writeEn == 1'bx)) == 1'bx;
	mux2_1 #(.OPERAND_WIDTH(16)) iMUX21_0(.in0(rg0_wo), .in1(writeData), .out(rg0_w), .sel(mux21_sel0));
	mux2_1 #(.OPERAND_WIDTH(16)) iMUX21_1(.in0(rg1_wo), .in1(writeData), .out(rg1_w), .sel(mux21_sel1));
	mux2_1 #(.OPERAND_WIDTH(16)) iMUX21_2(.in0(rg2_wo), .in1(writeData), .out(rg2_w), .sel(mux21_sel2));
	mux2_1 #(.OPERAND_WIDTH(16)) iMUX21_3(.in0(rg3_wo), .in1(writeData), .out(rg3_w), .sel(mux21_sel3));
	mux2_1 #(.OPERAND_WIDTH(16)) iMUX21_4(.in0(rg4_wo), .in1(writeData), .out(rg4_w), .sel(mux21_sel4));
	mux2_1 #(.OPERAND_WIDTH(16)) iMUX21_5(.in0(rg5_wo), .in1(writeData), .out(rg5_w), .sel(mux21_sel5));
	mux2_1 #(.OPERAND_WIDTH(16)) iMUX21_6(.in0(rg6_wo), .in1(writeData), .out(rg6_w), .sel(mux21_sel6));
	mux2_1 #(.OPERAND_WIDTH(16)) iMUX21_7(.in0(rg7_wo), .in1(writeData), .out(rg7_w), .sel(mux21_sel7));
endmodule
module regFile_hier (
                     read1Data, read2Data, 
                     read1RegSel, read2RegSel, writeRegSel, writeData, writeEn,clk,rst
                     );
   input [2:0]  read1RegSel;
   input [2:0]  read2RegSel;
   input [2:0]  writeRegSel;
   input [15:0] writeData;
   input        writeEn;
   output [15:0] read1Data;
   output [15:0] read2Data;
   input         clk, rst;
   wire          err;
assign error=1'b0;
   regFile rf0 (
                .read1Data                    (read1Data[15:0]),
                .read2Data                    (read2Data[15:0]),
                .err                          (err),
                .clk                          (clk),
                .rst                          (rst),
                .read1RegSel                  (read1RegSel[2:0]),
                .read2RegSel                  (read2RegSel[2:0]),
                .writeRegSel                  (writeRegSel[2:0]),
                .writeData                    (writeData[15:0]),
                .writeEn                      (writeEn)
		);
endmodule
==> config.mk <==
export PLATFORM = sky130hd
export DESIGN_NAME = regFile_hier
export DESIGN_NICKNAME = regFile_hier
export VERILOG_FILES = /design/flow/design.v
export SDC_FILE = /design/flow/constraint.sdc
export NUM_CORES = 4
export LEC_CHECK = 1
export CORE_UTILIZATION = 30
==> results.cfg <==
; yosys + openroad results
[setup_path]
rr_startpoint = rf0.ireg00.iDut11.state
cp.arrival_ps = 2650
critPathRequiredTime_ps = 3360
crit_path_start_kind = primary input
ff2ff_path_depth = 2
reg2reg_to = rf0.ireg00.iDut11.state
path_class = in -> out
crit_fanout = 32
rrSetupSlack_ps = 3560
crit_path_end_kind = output port

[place]
dpl_cell_area_um2 = 7483
portBuffers = 59
gp_congestion = 0.8107
dp_hpwl_um = 11350
dp.cells = 985
dp_worst_setup_slack_ps = 698.3

[worst_hold_path]
min_path_type = reg -> reg
min_to = rf0.ireg01.iDut13.state
whs_path_depth = 2
hp-start = rf0.ireg01.iDut13.state

[floorplanning]
core-area_um2 = 22090
fp.dieW_um = 152.9
initCoreUtil_pct = 30.90
die_h_um = 152.9
ios = 60
std_cell_rows = 54
dieArea_um2 = 23370

[synth]
netlist_instances = 703
synth_top_cell_by_area = dfxtp_1
syn-mean-instance-area_um2 = 9.712
synth_top_flop_cell = dfxtp_1
ys_area_um2 = 6828
synth_top_area_share_pct = 37.53
ys_cells = 703
synth.distinct_cells = 20
syn_area_um2 = 6828
ys_ff = 128
async_flop_share_pct = 0
synth.area.top_cells = dfxtp_1, mux4_1, nand2_1, a21oi_1, mux2_2
edf_count = 0
common_cells = nand2_1, a21oi_1, dfxtp_1, mux4_1, mux2_2
most_common_cell = nand2_1
ys_warn_count = 2
synth_seq_share_pct = 37.53

[timing]
fin_ws_ps = 710.0
tightest_slew_ps = 604.5
hold_viol = 0
fin_crit_ps = 3490
slew_viol_final = 0
tns_ps = 0
fin_crit_sh_pct = 83.09
setup_viol = 0
fmax_mhz = 286.5
grt_setup_unrepaired = no
skew_ps = 0
max-slew-margin-rel_pct = 59.70
whs_ps = 458.0

[clock_network]
ctsHtreeMaxLevel = 4
cts_sinks = 128
postCtsSetupBuffers = 0
cts_made_buffers = 17
cts_tree = built
cts_root_buf = clkbuf_16
hold_buffers = 0
worstSkewPairLatency_ps = 410
cts_resized = 0
clock_path_buffers = 2
path_clk_slew_ps = 50

[routing]
drtAntennaViolNets = 0
dr.pass1.iters = 4
drt-total-wl_um = 19320
viasPerCell = 5.223
first_iter_violations = 319
vias = 5307
wl_per_cell_um = 19.02
antenna-diode-count = 0
drcViolationCount = 0

[layout]
syn_to_final_growth_pct = 17.50
final_util_pct = 36.31
design_area_um2 = 8023
nFillCells = 2095
stdcell_count = 1016
drive_gt1_share_pct = 13.32

[run]
warning_count = 25
cap_viol_max_count = 0

[power_and_ir_drop]
vdd_drop_max_mv = 0.2465
pwr_density_cell_nw_per_um2 = 358.9
p_leak_nw = 2.966
power.total_mw = 2.879

[run_status]
outcome = finished clean

[global_route]
grt_usage_pct = 17.33
grt_pass1_wl_um = 30170
antenna_found_initial = 0
grt-ovfl-total = 0
grt_max_degree = 51
grt_pass1_vias = 5218
[where the power goes]
group | switching [mW] | internal (mW)
logic | 0.144 | 0.121
registers | 0.0166 | 1.24
clock network | 0.538 | 0.819
[layer usage]
metal	wire (um)	share of wire [%]	vias up	GRT usage, %
met1	8000	41	2561	23.25
met3	1757	9.1	15	4.853
li1	-	-	2538	-
met4	214	1.1	0	2.068
met2	9349	48	193	29.36
met5	0	0	-	0
[critical path, cell delays in order]
cell	delay (ps)
clkdlybuf4s50_1	500
buf_12	220
mux4_1	330
mux2_2	300
clkdlybuf4s50_1	440
[final cells by class]
cell class	instances	area (um^2)	area share [%]
clock inverter	11	92.59	1.154
multi-input combinational	496	3790	47.24
tap	280	350.3	4.367
clock buffer	20	446.7	5.568
timing repair buffer	81	780.7	9.732
sequential	128	2562	31.94
[kinds of logic after synthesis]
logic type / Yosys count / share of synthesized area (%)
buf+inv: 79 / 6.963
flops: 128 / 37.53
simple gates: 272 / 16.66
compound gates: 128 / 9.382
mux: 96 / 29.47
[how the worst max path moves through the flow]
stage         startpoint            to  slack [ps]  depth (start not counted)
6_report  read2RegSel[2]  read2Data[0]         710                          5
5_1_grt   read1RegSel[2]  read1Data[9]         660                          5
4_1_cts   read2RegSel[2]  read2Data[0]         690                          5
[layout by cell type, fill, tap and decap left out, types with 2 or more instances in the layout]
cell / synthesis / routed
mux4_1: 56 / 56
and4b_1: 3 / 3
clkinv_2: 0 / 5
and4bb_2: 3 / 3
a21oi_1: 128 / 128
clkbuf_16: 0 / 17
buf_2: 5 / 2
mux2_2: 32 / 32
dfxtp_1: 128 / 128
buf_12: 0 / 3
clkinvlp_4: 0 / 5
clkdlybuf4s50_1: 0 / 56
mux4_2: 8 / 8
nand2_1: 256 / 256
buf_4: 27 / 20
nand4bb_1: 3 / 3
clkbuf_1: 23 / 2
nand4b_1: 3 / 3
No activity file was given, so power comes from the tool's default toggle rates.
